--- design/flow/config.mk ---
export PLATFORM = sky130hd
export DESIGN_NAME = adder_8_bit
export DESIGN_NICKNAME = adder_8_bit
export VERILOG_FILES = /design/flow/design.v
export SDC_FILE = /design/flow/constraint.sdc
export NUM_CORES = 4
export LEC_CHECK = 1
export CORE_AREA = 10 10 70 70
export DIE_AREA = 0 0 80 80
--- design/flow/constraint.sdc ---
current_design adder_8_bit

set clk_period 6.4
set clk_io_pct 0.2

create_clock -name clk0 -period $clk_period

set non_clock_inputs [all_inputs -no_clocks]
set_input_delay [expr $clk_period * $clk_io_pct] -clock clk0 $non_clock_inputs
set_output_delay [expr $clk_period * $clk_io_pct] -clock clk0 [all_outputs]
--- design/flow/design.v ---
module adder_1_bit(a, b, cin, opcode, sum, carry);
	input a, b, cin;
	input opcode;
	output sum; 
	wire sum;
    output carry;
    wire carry;
    wire B;
    assign  B = b^opcode;
    assign sum = a ^ B ^ cin;
    assign carry = ( a & B) | (B & cin)| (a & cin);
endmodule
module adder_8_bit( a,b,sum,opcode,overflow,cout);
  output  [7:0] sum ;
  wire [7:0] sum;
  output  overflow ;
  wire overflow;
  output  cout;
  wire cout;
  input    [7:0] a ;
  input    [7:0] b ;
  input opcode; 
wire [6:0] carry;
	adder_1_bit bit0 (.a(a[0]), .b(b[0]), .cin(opcode), .opcode(opcode), .sum(sum[0]), .carry(carry[0]));
	adder_1_bit bit1 (.a(a[1]), .b(b[1]), .cin(carry[0]), .opcode(opcode), .sum(sum[1]), .carry(carry[1]));
	adder_1_bit bit2 (.a(a[2]), .b(b[2]), .cin(carry[1]), .opcode(opcode), .sum(sum[2]), .carry(carry[2]));
	adder_1_bit bit3 (.a(a[3]), .b(b[3]), .cin(carry[2]), .opcode(opcode), .sum(sum[3]), .carry(carry[3]));
	adder_1_bit bit4 (.a(a[4]), .b(b[4]), .cin(carry[3]), .opcode(opcode), .sum(sum[4]), .carry(carry[4]));
	adder_1_bit bit5 (.a(a[5]), .b(b[5]), .cin(carry[4]), .opcode(opcode), .sum(sum[5]), .carry(carry[5]));
	adder_1_bit bit6 (.a(a[6]), .b(b[6]), .cin(carry[5]), .opcode(opcode), .sum(sum[6]), .carry(carry[6]));
	adder_1_bit bit7 (.a(a[7]), .b(b[7]), .cin(carry[6]), .opcode(opcode), .sum(sum[7]), .carry(cout));
assign overflow=  (carry[6]^cout);
endmodule
--- design/flow/run.sh ---
#!/bin/bash
# OpenROAD 26Q1-2900-gdf79404cd8, Yosys 0.63+post, stock flow scripts
make -C /OpenROAD-flow-scripts/flow DESIGN_CONFIG=/design/flow/config.mk WORK_HOME=/design/flow/orfs finish
==> Changelog: implementation <==
### Metrics

* Critical path startpoint: b[1]
* Switching portion of total power at 30.1%
* Post-route ant nets at 0
* Via Count at 283
* Top cells by area: fa_1, buf_4, xnor2_1
* Seq cells at 0
* Vias per cell at 2.70
* Row count at 21
* Period utilization at 97.2%
* Fillers at 387
* Max_cap viols at 0
* Reg power frac at 0%
* Cell count after synthesis at 38
* Critical Path Source Type: primary input
* Number of OpenROAD warnings at 32
* Final cell area excluding filler cells at 637 µm²
* Slowest cell on crit path: clkdlybuf4s50_1
* Worst path required time at 5120 ps
* Crit path time final at 6220 ps
* Worst rel slew slack at a little under nine tenths
* Worst path max stage delay at about 500 ps
* Cells after DPL at approximately 110
* Final wirelength at a little under 1000 µm
* Routed length per instance at approximately 9.2 µm
* Maximum vdd ir drop at 0.0544 mV
* Die area at 6400 µm²
* Fp util at 10.1%
* Synthesis Warnings at 0
* Worst Hold Class: primary input to primary output
* Outcome: finished, final reports clean
* Crit path DAT at 4940 ps
* Layout area overhead at 83.8%
* Slew @ Worst Pin at 214 ps
* Crit-path cells: clkdlybuf4s50_1 -> xor2_2 -> fa_1 -> inv_1 -> fa_1 -> fa_2 -> fa_1 -> fa_1 -> fa_2 -> inv_1 -> fa_1 -> clkdlybuf4s50_1
* Maximum operating frequency at about 160 MHz
* CP dominant cell by count: fa_1
* Logic pwr share at around 100%
* Die Y at 80 µm
* Synth Area per Inst at 9.12 µm²
* First-pass GRT wire length at 1560 µm
* # setup viols final at 0
* Final Hold Vio Count at 0
* Area after DPL at between 600 and 700 µm²
* I/O Buffers at 27
* Worst setup path endpoint: sum[7]
* Max FO, Critical Path at 2
* DRT iter0 DRCs at 1
* Share of cells above drive strength 1 at 11.9%
* Psw at 0.0215 mW
* Diode count at 0
* Gr usage total at between 3 and 4%
* P_int at 0.0499 mW
* DRC at 0
* Worst setup EP type: primary output
* Pin count of the biggest net entering global routing at 6
* Layout Utilization at roughly a fifth
* Area share, top type at 40.4%
* Overflow after GRT at 0
* Post-synthesis sequential area ratio at 0%
* Synth area leader: fa_1
* Initial antenna violation count at 1
* Worst setup margin at roughly 180 ps
* Cell area power density at 112 nW/µm²
* Post-synth design cell area at 347 µm²
* Clock Power Share at 0%
* Register area at 0 µm²
* Leak at 0.265 nW
* Post-synth top cells: inv_1, buf_4, fa_1
* Yosys chip area at 347 µm²
* DP HPWL at 923 µm
* Distinct lib cells used at 7
* Dpl ws at -29.7 ps
* Area of the core at 3420 µm²
* Total Power at 0.0713 mW
* Critical path class: primary input to primary output
* Post-Layout Cell Count at 105
* Number of cells in Yosys stat at 38
* Top-count cell post-synth: inv_1
* RSZ-0062 raised after global routing: no
* Max Transition Viols Final at 0
* Clock buffers at 0
* Vias in the first global route at 314
* I/O pins at 27
* Setup repair bufs after CTS at 0
* Gp weighted congestion at 0.783
* First-pass detailed-route iteration total at 2
* # hold bufs at CTS at 0
* Die x size at 80 µm
[area by class of cell]
| type | count | area (µm²) | share of cell area [%] |
|---|---|---|---|
| inverters | 12 | 45.0 | 7.07 |
| multi-input cells | 17 | 243 | 38.1 |
| well taps | 46 | 57.6 | 9.04 |
| repair buffers | 30 | 292 | 45.8 |
[through the flow]
stage | hold WS (ps) | setup TNS (ps)
2_1_floorplan | 2710 | 0
6_report | 3520 | 0
4_1_cts | 3530 | 0
5_1_grt | 3570 | 0
3_5_place_dp | 3530 | -29.7
3_3_place_gp | 3530 | 0
[placed cells by master, fill, tap and decap left out, drive strengths merged]
cell type      Yosys  final
buf                9      3
clkdlybuf4s50      0     26
xor2               3      3
mux2               1      1
xnor2              6      6
fa                 7      7
inv               12     12
dlygate4sd2        0      1
[routing by layer]
metal,wire length [µm],global-route usage [%],vias up
met5,13,0,-
met4,1,0,2
met3,276,3.64,2
met2,196,2.49,27
met1,481,4.63,116
li1,-,-,136
[cells by family (layout without fill, tap and decap cells)]
group / count (synthesis) / after routing / share of synthesized area [%]
buffers and inverters: 21 / 42 / 33.6
adders and majority gates: 7 / 7 / 40.4
muxes: 1 / 1 / 3.25
xor gates and xnor gates: 9 / 9 / 22.7
[worst max-delay path: cells and delay by family]
| kind | cells | cell delay [ps] |
|---|---|---|
| fa+ha+maj | 7 | 2430 |
| buf+inv | 4 | 1070 |
| xor+xnor | 1 | 170 |
[power groups by stage]
| stage | logic [mW] | clock network (mW) | registers (mW) |
|---|---|---|---|
| after CTS | 0.0718 | 0 | 0 |
| after global routing | 0.0827 | 0 | 0 |
| final | 0.0713 | 0 | 0 |
[timing repair]
item / in CTS / in global routing
setup endpoints to repair: 1 / 2
pin swaps: 1 / 1
gates resized: 1 / 3
gates cloned: 0 / 0
[worst min-delay path by stage]
stage	startpoint	endpoint	slack (ps)	cells past startpoint
CTS	a[0]	sum[0]	3530	3
finish	a[0]	sum[0]	3520	3
global route	a[0]	sum[0]	3570	3
Power figures rest on the tool's default switching activity, not on a simulated workload.
