$ cat /design/flow/config.mk
export PLATFORM = sky130hd
export DESIGN_NAME = rotate
export DESIGN_NICKNAME = rotate
export VERILOG_FILES = /design/flow/design.v
export SDC_FILE = /design/flow/constraint.sdc
export NUM_CORES = 4
export LEC_CHECK = 1
export CORE_AREA = 10 10 85 85
export DIE_AREA = 0 0 95 95
$ cat /design/flow/constraint.sdc
current_design rotate

set clk_period 6.1
set clk_io_pct 0.2

create_clock -name clk0 -period $clk_period [get_ports {clk}]

set non_clock_inputs [all_inputs -no_clocks]
set_input_delay [expr $clk_period * $clk_io_pct] -clock clk0 $non_clock_inputs
set_output_delay [expr $clk_period * $clk_io_pct] -clock clk0 [all_outputs]
$ cat /design/flow/design.v
module rotate(clk,led);  
    input clk;
    reg [16:0] counter = 100000;  
    output [3:0] led;
    reg [3:0] led; 
    always @(negedge clk) begin
        if (counter == 0) begin
            counter <= 99999;
            led = 4'b1000;
        end 
        else if (counter == 25000) begin
             led <= 4'b0100;
             counter <= counter - 1;
        end
        else if (counter == 50000) begin
             led <= 4'b0010;
             counter <= counter - 1;
        end
        else if (counter == 75000) begin
             led <= 4'b0001;
             counter <= counter - 1;
        end
        else if (counter == 100000) begin
            counter <= 99999;
            led = 4'b1000;
            counter <= counter - 1;
        end
        else begin
            counter <= counter - 1;
        end
    end
endmodule
$ cat /design/flow/run.sh
#!/bin/bash
# OpenROAD 26Q1-2900-gdf79404cd8, Yosys 0.63+post, stock flow scripts
make -C /OpenROAD-flow-scripts/flow DESIGN_CONFIG=/design/flow/config.mk WORK_HOME=/design/flow/orfs finish
==> results.toml <==
# synthesis and place-and-route metrics
[hold_path]
hold_depth = 1
hp-class = "register to register"

[pwr]
power_density_mw_per_mm2 = 265
leakagePower_nw = 0.544
ir_worst_vdd_v = 0.0000965

[synth]
synth_chip_area_um2 = 945
synth_area_per_cell_um2 = 9.00
yosysTopAreaCell = "dfxtp_1"
top_area_share_pct = 44.5
yosys_warnings = 1
simple_gate_share_pct = 34.4
syn-cell-area_um2 = 945
area_leaders = "dfxtp_1 (45%), xor2_1 (5.6%), nand2_1 (5.2%)"
fa_ha_area_share_pct = 1.32
ys_seq_share_pct = 44.5
ys_ff = 21
syn_inst = 105
synth_xor_xnor_area_share_pct = 10.2
logic_family = "simple AND/OR/NAND/NOR gates"
mux_area_share_pct = 0
synth_cell_type_count = 29
ys_cells = 105
aoi_share_pct = 7.02

[critical_path]
critPathSlowestCell = "clkdlybuf4s50_1"
cp.required_ns = 4.88
cp.buffers_inverters = 1
cp.arrival_ns = 4.16
crit_path_end_kind = "output pin"
worstSetupPathDepth = 1
startpoint_type = "register"
cp_cell_sequence = "clkdlybuf4s50_1"
rr_worst_depth = 4
cp_top_family = "buffers and inverters"
worst-setup-path-type = "register to output pin"
worst-path-max-fanout = 2
slowest_delay_ns = 0.46

[clock_network]
clk_latency_ns = 0.33
post_cts_buffers = 0
cts.clk_slew.worst_paths_ns = 0.03
h-tree-depth = 1
post_cts_resized = 0
cts.sinks = 21
numCtsBuffers = 3
cts_tree = "yes"
cts_root_buffer = "clkbuf_8"
clockBufferDepth = 2
hold_buffers = 0

[layout]
synthToLayoutAreaGrowth_pct = 27.9
nFillCells = 607
lay_top_count = "inv_1"
drive_above_1_share_pct = 6.92
logic_area_um2 = 500
seqCellArea_um2 = 420
fin_util_pct = 22.1
fin_area_mm2 = 0.00121
final_cell_mix = "inv_1 (23), dfxtp_1 (21), nand2_1 (13), nor2_1 (7)"

[job]
warnings = 46
maxCapViolations = 0

[run_status]
status = "finished, final reports clean"

[place]
dp_hpwl_um = 1360
dp_slack_ns = 1.05
port_buffers = 4
gp_congestion = 0.864
placedInstanceArea_mm2 = 0.00106

[floorplanning]
fp_util_pct = 17.3
rows = 27
die_w_um = 95
fp.dieH_um = 95
die_area_mm2 = 0.00903
core_mm2 = 0.00547
io_pins = 5

[grt]
grt_pass1_wl_um = 3370
overflow = 0
antenna_found_initial = 0
grtUsageTotal_pct = 4.50
grt_pass1_vias = 809
grt_max_degree = 13

[sta]
hold_slack_ns = 0.404
fin_skew_ns = 0.0112
rsz0062_at_grt = "false"
relSlewSlack_pct = 42.3
setup-violations-final = 0
final_max_slew_viol_count = 0
worst_slack_ns = 0.725
finalSetupTns_ns = 0
worst_pin_slew_ns = 0.859
hold_violations = 0

[route]
firstDrtPassIters = 4
routed-via-count = 802
wl_um = 1960
wl_per_cell_um = 9.70
postRouteAntennaNets = 0
drt-initial-drc-count = 52
diodes = 0
via_per_inst = 3.97
drc = 0
## synthesized netlist by cell type
| cell type | number |
|---|---|
| dfxtp_1 | 21 |
| nand2_1 | 13 |
| nor2_1 | 7 |
| nor4_1 | 6 |
| or3_1 | 6 |
| xor2_1 | 6 |
| or4_1 | 5 |
| xnor2_1 | 5 |
| nor3_1 | 4 |
| a21oi_1 | 3 |
| inv_1 | 3 |
| o21ai_0 | 3 |
| clkbuf_1 | 2 |
| nand3_1 | 2 |
| nand3b_1 | 2 |
| nand4b_1 | 2 |
| nor4_2 | 2 |
| o31ai_1 | 2 |
| a21boi_0 | 1 |
| a31oi_1 | 1 |
| and4_4 | 1 |
| buf_2 | 1 |
| ha_1 | 1 |
| nand4_1 | 1 |
| nor2b_1 | 1 |
| nor4b_1 | 1 |
| o21a_1 | 1 |
| or2_2 | 1 |
| or4_4 | 1 |
## through the flow
stage / std cells / power, mW
after floorplan: 105 / 0.162
after global placement: 178 / 0.162
after detailed placement: 178 / 0.162
after CTS: 202 / 0.332
after global routing: 202 / 0.344
final: 202 / 0.321
## kinds of logic (layout without fill, tap and decap cells)
kind of cell,after synthesis,after routing
fa+ha+maj,1,1
xor+xnor,11,11
compound gates,11,11
flops,21,21
simple gates,55,55
buf+inv,6,31
## routing by layer
layer	vias to the layer above	routed length [um]	global-route usage, %	share of wire (%)
met5	-	0	0	0
met4	0	40	2.87	2.0
met3	4	124	2.24	6.3
met2	16	857	6.35	44
met1	350	937	5.33	48
li1	432	-	-	-
## worst reg2reg max path, delay by kind of cell, from the launching register on
family	cells	cell delay (ns)
and+or+nand+nor	4	1.79
DFF	1	0.36
## registers in the layout (all words and copies together) (netlist names)
register / cells
led: 4
counter: 17
## report_power, final
group | internal (mW) | total [mW] | switching [mW]
registers | 0.138 | 0.138 | 0
logic | 0 | 0.000000228 | 0
clock network | 0.106 | 0.183 | 0.0770
## path summary, 6_finish.rpt
path           endpoint  slack [ns]        from
max              led[1]        0.72      led[1]
min          counter[0]        0.40  counter[0]
max reg2reg      led[0]        3.80  counter[4]
min reg2reg  counter[0]        0.40  counter[0]
## layout make-up
type / instances / share of cell area [%]
Clock inverter: 22 / 9.01
Tap cell: 72 / 7.45
Clock buffer: 3 / 3.42
Inverter: 2 / 0.621
Multi-Input combinational cell: 78 / 41.4
Timing Repair Buffer: 4 / 3.31
Sequential cell: 21 / 34.8
Power is estimated from default activity; no workload was simulated.
