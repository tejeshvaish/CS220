[flow/design.v]
module fsm (clk, x, y);
   input clk;
   input [1:0] x;
   output [3:0]y;
   wire [3:0]y;
   reg [3:0] states;
   reg [2:0] micro[12:0];
   reg [3:0] dis3[3:0];
   reg [3:0] dis10[3:0];
   wire [2:0] minstr;
   initial begin
      states = 0;
      micro[0]=0;
      micro[1]=0;
      micro[2]=0;
      micro[3]=1;
      micro[4]=3;
      micro[5]=3;
      micro[6]=0;
      micro[7]=0;
      micro[8]=0;
      micro[9]=0;
      micro[10]=2;
      micro[11]=4;
      micro[12]=4;
      dis3[0]= 4'b0100;
      dis3[1]= 4'b0101;
      dis3[2]= 4'b0110;
      dis3[3]= 4'b0110;
      dis10[0]=4'b1011;
      dis10[1]=4'b1100;
      dis10[2]=4'b1100;
      dis10[3]=4'b1100;
   end
   assign minstr = micro[states];
   assign y = states;
   always @(posedge clk)
      begin 
      case (minstr) 
      0: begin
      states = #2 states + 1;
      end
      1: begin
      states = #2 dis3[x];
      end
      2: begin
      states =#2  dis10[x];
      end
      3: begin
      states =#2  4'b0111;
      end
      4: begin
      states = #2 4'b0000;
      end
      endcase
end
endmodule
[flow/run.sh]
#!/bin/bash
# OpenROAD 26Q1-2900-gdf79404cd8, Yosys 0.63+post, stock flow scripts
make -C /OpenROAD-flow-scripts/flow DESIGN_CONFIG=/design/flow/config.mk WORK_HOME=/design/flow/orfs finish
[flow/config.mk]
export PLATFORM = sky130hd
export DESIGN_NAME = fsm
export DESIGN_NICKNAME = fsm
export VERILOG_FILES = /design/flow/design.v
export SDC_FILE = /design/flow/constraint.sdc
export NUM_CORES = 4
export LEC_CHECK = 1
export CORE_AREA = 10 10 70 70
export DIE_AREA = 0 0 80 80
[flow/constraint.sdc]
current_design fsm

set clk_period 1.4
set clk_io_pct 0.2

create_clock -name clk0 -period $clk_period [get_ports {clk}]

set non_clock_inputs [all_inputs -no_clocks]
set_input_delay [expr $clk_period * $clk_io_pct] -clock clk0 $non_clock_inputs
set_output_delay [expr $clk_period * $clk_io_pct] -clock clk0 [all_outputs]
==> results_slide.txt <==
Physical Implementation Snapshot

Logic synthesis
  – Flops after synth: 4
  – Ys Warns: 1
  – Netlist cell types: 21
  – Leading area contributor after synthesis: edfxtp_1
  – Dominant cell area share: 32.7%
  – Largest cells by area: edfxtp_1 33%, ha_1 14%, mux2i_1 8.2%
  – Syn avg cell area: 9.43 um^2
  – Post-Syn Area: 368 um^2
  – Cell total in the yosys stat output: 39
  – Post-Syn Instances: 39
  – YS chip area: 368 um^2
  – Synth Seq Share: 32.7%

Critical path
  – Slowest cell on crit path: edfxtp_1
  – CP Launch Type: flip-flop
  – Worst Path Arrival: 1540 ps
  – Slowest stage delay, CP: 380 ps
  – Crit path max-delay family: flip-flops
  – CP bufs+invs: 2
  – Worst Path Required: 1370 ps
  – Crit path max fanout: 4
  – CP cell instances: ha_2 -> inv_2 -> ha_4 -> buf_4 -> nand2_2 -> o22ai_2 -> a21oi_4 -> mux2i_1
  – WS Path Type: reg -> reg
  – Crit end category: flip-flop

Timing
  – RSZ-0062 raised after global routing: true
  – Fin crit period: 1570 ps
  – Final setup violation count: 6
  – Hold WS: 727 ps
  – Transition time of the tightest slew-check pin: 233 ps
  – Clk_skew: 4.43 ps
  – Setup_tns: -747 ps
  – Max transition margin: 84.4%
  – Crit share post-route: 112%
  – Final Hold Vio Count: 0
  – Worst setup margin: -166 ps
  – Fin. max-slew vios: 0
  – F_max: 638 MHz

Clock tree
  – CTS Hold Bufs: 0
  – Htree depth: 1
  – TritonCTS buffer count: 3
  – Clk slew on worst S/H paths: 30 ps
  – Clk sink count: 4
  – Latency at later pin: 240 ps
  – CTS max path bufs: 2
  – CTS root buf: clkbuf_4
  – CTS tree: yes

Floorplan
  – Chip area: 6400 um^2
  – Num rows: 21
  – Ports: 7
  – Die width: 80 um
  – Floorplan core density: 10.8%
  – Total core area: 3420 um^2
  – Die height: 80 um

Worst hold path
  – HP Class: reg -> reg

Power and ir drop
  – Internal power: 886 uW
  – Gate power share: 70.5%
  – Worst VDD drop: 403 uV
  – Leak: 0.000233 uW
  – Seq pwr share: 19.6%
  – Pwr dens: 2330 nW/um^2
  – Power Total: 1440 uW
  – Switching Fraction: 38.3%
  – Clock share of power: 9.9%
  – Sw Pwr: 549 uW

Global route
  – First-pass GRT wire length: 1480 um
  – Total Routing Usage GR: 2.79%
  – Overflow after GRT: 0
  – Initial antenna violation count: 0
  – Pin count of the biggest net entering global routing: 7
  – Vias in the first global route: 334

Place
  – Port Buffer Count: 6
  – DP HPWL: 663 um
  – Gpl congestion: 0.806

Finish
  – Area Growth Syn to Fin: 67.7%
  – Fillers: 379
  – Layout cells sized above 1: 41.8%
  – Logic area: 277 um^2
  – Register Area: 120 um^2
  – Max reg flops: 4

Status
  – Status: finished, violations left
  – Violated checks: negative setup slack

Drt
  – Routed Antenna Nets: 0
  – DRC: 0
  – Via density: 3.37
  – 1st-iter DRT viols: 21
  – Via count: 340
  – Antenna diodes: 0
  – DRT Pass-1 Iters: 4
  – Final wirelength: 847 um
  – Post-DR wirelength/cell: 8.39 um

Run
  – Max Cap Viol: 0
  – Tool warnings: 30
per-stage QoR:
stage               area, um^2  cells  utilization [%]  worst slack [ps]
floorplan                  373     39                -              -220
global placement           524     96             15.3              -247
detailed placement         524     96             15.3              -272
global route               617    101             18.1              -252
finish                     617    101             18.1              -166
CTS                        568    100             16.6              -248
placed cells by master, fill, tap and decap left out, types with 2 or more instances in the layout:
cell type,instances
a21oi_1,2
buf_4,7
clkbuf_4,3
clkdlybuf4s50_1,4
dlygate4sd2_1,2
edfxtp_1,4
ha_4,2
inv_1,3
inv_2,2
mux2i_1,3
nand3b_1,2
nor2_1,3
cell families (layout without fill, tap and decap cells):
kind of cell / Yosys count / after routing / synth area share (%)
AOI/OAI and AO/OA: 8 / 8 / 14.3
and+or+nand+nor: 13 / 13 / 20.7
muxes: 3 / 3 / 8.16
buffers and inverters: 6 / 22 / 8.16
adders and majority gates: 4 / 4 / 13.6
DFF: 4 / 4 / 32.7
xor gates and xnor gates: 1 / 1 / 2.38
worst register-to-register path, cell delays in order (launching register included):
cell	delay, ps
edfxtp_1	380
ha_2	200
inv_2	60
ha_4	130
buf_4	110
nand2_2	50
o22ai_2	190
a21oi_4	70
mux2i_1	120
Yosys cell counts:
cell,number
a21o_2,1
a21oi_1,2
a21oi_2,1
buf_6,1
edfxtp_1,4
ha_1,4
inv_1,5
mux2i_1,3
nand2_1,2
nand2b_1,1
nand3_1,1
nand3b_1,2
nand4_1,1
nand4b_1,1
nand4bb_1,1
nor2_1,3
nor3_1,1
o21ai_0,2
o221ai_1,1
o22ai_1,1
xor2_1,1
final timing paths:
check,cells past startpoint,start,slack (ps),endpoint
worst min register to register,2,states[0],730,states[0]
worst min-delay path,2,states[0],730,states[0]
worst max-delay path,8,states[0],-170,states[0]
worst max register to register,8,states[0],-170,states[0]
power groups by stage:
stage / Clock [uW] / Combinational [uW] / Sequential [uW]
CTS: 149 / 884 / 281
global route: 163 / 1150 / 295
finish: 143 / 1010 / 281
layer usage:
layer	part of all wire (%)	wire length (um)	track usage [%]
met1	45	381	3.71
met4	3.7	31	0.880
met3	4.6	39	1.02
met5	0	0	0
met2	47	395	4.09
cell type report:
cell class	instances	share of cell area, %
timing repair buffer	14	19.7
tap	46	9.33
multi-input combinational	29	44.8
clock buffer	3	3.65
sequential	4	19.5
inverter	5	3.04
what timing repair did:
| action | CTS | global route |
|---|---|---|
| pin swaps | 5 | 7 |
| resized | 6 | 8 |
| setup buffers | 1 | 1 |
| endpoints found under the setup margin | 12 | 10 |
Power figures rest on the tool's default switching activity, not on a simulated workload.
